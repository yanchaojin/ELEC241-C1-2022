===== design.v =====
module task2 #(parameter N=16'b1010110011100001) (output logic [15:0] Q, input logic CLK, n_RESET);
 always_ff @(posedge CLK,negedge n_RESET) begin
    if(n_RESET == 1'b0)
        begin
            Q <= N;  
        end 
     else begin   
          Q[0]    <= Q[1];
          Q[1]    <= Q[2];
          Q[2]    <= Q[3];
          Q[3]    <= Q[4];
          Q[4]    <= Q[5];
          Q[5]    <= Q[6];
          Q[6]    <= Q[7];
          Q[7]    <= Q[8] ;
          Q[8]    <= Q[9];
          Q[9]    <= Q[10] ;
          Q[10]   <= Q[11]^Q[0] ;  
          Q[11]   <= Q[12];
          Q[12]   <= Q[13]^Q[0] ; 
          Q[13]   <= Q[14]^Q[0] ; 
          Q[14]   <= Q[15];
          Q[15]   <= Q[0];         
       end 
 end 
endmodule

===== run.sh =====
#!/bin/bash
# OpenROAD 26Q1-2900-gdf79404cd8, Yosys 0.63+post, stock flow scripts
make -C /OpenROAD-flow-scripts/flow DESIGN_CONFIG=/design/flow/config.mk WORK_HOME=/design/flow/orfs finish

===== config.mk =====
export PLATFORM = sky130hd
export DESIGN_NAME = task2
export DESIGN_NICKNAME = task2
export VERILOG_FILES = /design/flow/design.v
export SDC_FILE = /design/flow/constraint.sdc
export NUM_CORES = 4
export LEC_CHECK = 1
export CORE_AREA = 10 10 70 70
export DIE_AREA = 0 0 80 80

===== constraint.sdc =====
current_design task2

set clk_period 1.6
set clk_io_pct 0.2

create_clock -name clk0 -period $clk_period [get_ports {CLK}]

set non_clock_inputs [all_inputs -no_clocks]
set_input_delay [expr $clk_period * $clk_io_pct] -clock clk0 $non_clock_inputs
set_output_delay [expr $clk_period * $clk_io_pct] -clock clk0 [all_outputs]

==> impl_metrics.env <==
# yosys + openroad results
export IMPL_clkTransAtPathRegs_ns=0.09
export IMPL_finalHoldViolCount=0
export IMPL_ant_nets=0
export IMPL_rsz0062_at_grt="no"
export IMPL_clk_path_buf_depth=2
export IMPL_grt_pass1_vias=246
export IMPL_top_cells_by_area="dfstp_2 (48%), dfrtp_1 (46%), xor2_1 (6.0%)"
export IMPL_drv_cap=0
export IMPL_route_met3_wl_um=145
export IMPL_finalCritPeriodShare_pct=89.8
export IMPL_portBuffers=17
export IMPL_max_flop_register="Q"
export IMPL_hold_class="input port to asynchronous set/reset pin"
export IMPL_gp_congestion=0.673
export IMPL_critPathRequiredTime_ns=1.28
export IMPL_setup_ws_ns=0.164
export IMPL_largest_register_ffs=16
export IMPL_htreeDepth=1
export IMPL_slew_violations=0
export IMPL_ctsHoldBuffers=0
export IMPL_dp_cells=83
export IMPL_sequentialPowerShare_pct=60.0
export IMPL_die_h_um=80
export IMPL_crit_chain="clkdlybuf4s50_1"
export IMPL_fmax_mhz=696
export IMPL_pre_cts_ws_ns=0.219
export IMPL_yosys_area_um2=437
export IMPL_top_area_share_pct=48.1
export IMPL_warnings=25
export IMPL_most_common_layout_cells="clkdlybuf4s50_1 (9), dfstp_2 (8), dfrtp_1 (8), dlygate4sd2_1 (8), buf_4 (4)"
export IMPL_syn_avg_cell_area_um2=23.0
export IMPL_grt_pass1_wl_um=1400
export IMPL_intPower_w=0.000547
export IMPL_ys_cells=19
export IMPL_insertion_delay_ns=0.28
export IMPL_cpLargestDelayFamily="buffers and inverters"
export IMPL_cts_tree="yes"
export IMPL_reg_top3="Q: 16 flops"
export IMPL_fin_cells=90
export IMPL_dr_first_iter_drc_count=8
export IMPL_setup_tns_ns=0
export IMPL_timing_rr_start="Q[0]"
export IMPL_initial_utilization_pct=12.8
export IMPL_path_class="register to primary output"
export IMPL_slew_headroom_pct=86.6
export IMPL_drc=0
export IMPL_fin_total_pwr_w=0.000676
export IMPL_critPathBufInv=1
export IMPL_irDropWorstVdd_mv=0.576
export IMPL_p_leak_nw=0.362
export IMPL_n_antenna_cell=0
export IMPL_ys_seq_share_pct=94.0
export IMPL_p_comb_share_pct=1.7
export IMPL_fp_row_count=21
export IMPL_swShare_pct=19.0
export IMPL_io_pins=18
export IMPL_p_sw_w=0.000128
export IMPL_crit_arrival_ns=1.12
export IMPL_cts_root_buffer_cell="clkbuf_4"
export IMPL_critical_path_slowest_cell="clkdlybuf4s50_1"
export IMPL_tightest_slew_ns=0.201
export IMPL_place_area_um2=672
export IMPL_first_pass_iters=3
export IMPL_layout_top_cell="clkdlybuf4s50_1"
export IMPL_die_w_um=80
export IMPL_min_period_ns=1.44
export IMPL_finClkSkew_ns=0.00205
export IMPL_grt_usage_pct=3.05
export IMPL_grt_max_degree=17
export IMPL_status="completed"
export IMPL_start_kind="register"
export IMPL_synth_cells=19
export IMPL_antenna_found_initial=0
export IMPL_wl_um=931
export IMPL_r2r_cells=2
export IMPL_drt_met1_wl_um=421
export IMPL_vias=228
export IMPL_wl_per_cell_um=10.3
export IMPL_design_area_um2=721
export IMPL_reg2reg_to="Q[10]"
export IMPL_yosys_area_top_type="dfstp_2"
export IMPL_worstSetupEndpointType="primary output"
export IMPL_cts_sink_count=16
export IMPL_drive_gt1_share_pct=36.4
export IMPL_synth_flops=16
export IMPL_cp_max_fo=2
export IMPL_clkPwrFrac_pct=38.3
export IMPL_fp_coreArea_um2=3420
export IMPL_syn_to_final_growth_pct=65.0
export IMPL_cp_depth=1
export IMPL_setup_viol=0
export IMPL_chipArea_um2=6400
export IMPL_dr_max_layer_used="met3"
export IMPL_yosys_warnings=1
export IMPL_vias_per_cell=2.53
export IMPL_overflow=0
export IMPL_met2_length_um=364
export IMPL_netlist_area_um2=437
export IMPL_p_per_area_nw_per_um2=937
export IMPL_cts_buffers=3
export IMPL_slowest_delay_ns=0.47
export IMPL_yosysUniqueCellTypes=3
export IMPL_reg2reg_slack_ns=0.66
## Yosys cell counts
cell type,instances
dfrtp_1,8
dfstp_2,8
xor2_1,3
## final cells by class
type / instances / area (um^2)
Fill cell: 376 / 2700
Clock buffer: 4 / 36.3
Tap cell: 46 / 57.6
Timing Repair Buffer: 21 / 190
Sequential cell: 16 / 410
Multi-Input combinational cell: 3 / 26.3
## cells by family (layout without fill, tap and decap cells)
| logic type | after synthesis | count (layout) | share of synthesized area, % |
|---|---|---|---|
| xor+xnor | 3 | 3 | 6.02 |
| buf+inv | 0 | 25 | 0 |
| flops | 16 | 16 | 94.0 |
## power groups by stage
stage	sequential [W]	combinational, W	clock (W)
final	0.000405	0.0000113	0.000259
after global routing	0.000405	0.0000130	0.000300
after CTS	0.000405	0.0000117	0.000269
## timing repair
| action | CTS | global route |
|---|---|---|
| endpoints found under the setup margin | 8 | 0 |
| buffers inserted | 3 | 0 |
| gates resized | 8 | 0 |
## metal layers
| layer | track usage (%) | vias up |
|---|---|---|
| met4 | 0.176 | 0 |
| met5 | 0 | - |
| met1 | 3.95 | 105 |
| met2 | 3.77 | 13 |
| met3 | 2.84 | 0 |
| li1 | - | 110 |
## how the worst max path moves through the flow
stage | from | end | slack (ns)
4_1_cts | Q[12] | Q[12] | 0.13
5_1_grt | Q[4] | Q[4] | 0.08
6_report | Q[14] | Q[14] | 0.16
## metrics by stage
stage | utilization, % | hold slack (ns)
after detailed placement | 19.7 | 0.356
final | 21.1 | 0.343
after CTS | 21.1 | 0.335
after floorplan | - | 0.0244
after global routing | 21.1 | 0.335
after global placement | 19.7 | 0.356
Power figures rest on the tool's default switching activity, not on a simulated workload.
