==> ./design.v <==
module task3 (output logic [2:0] Q,output logic VALID, input logic CLK, DATAIN,START);
logic [3:0] count;
logic [7:0] store;
   always_ff @(posedge CLK) begin
    if(START == 1'b1) begin    
            VALID <= 0;
            Q     <= 0;
            count <= 0;
			store <= 8'b00000000;
        end 
     else begin 
         if(count <=  7)begin             
             count <= count + 1;          
			 store[count] <= DATAIN;      
		 end
         else
             count <= 7;  
         if(count <=  6)   begin
             if(DATAIN == 0) begin        
                 Q<= count;       
                 VALID <= 1;
             end
             else begin    
                 Q<= Q;
                 VALID <= VALID;
             end                   
         end
        else if(count == 7 && store == 8'b11111111)        
            begin
                 Q<= 7;
                 VALID <= 1;			
            end			
     end 
 end 
endmodule
==> ./run.sh <==
#!/bin/bash
# OpenROAD 26Q1-2900-gdf79404cd8, Yosys 0.63+post, stock flow scripts
make -C /OpenROAD-flow-scripts/flow DESIGN_CONFIG=/design/flow/config.mk WORK_HOME=/design/flow/orfs finish
==> ./config.mk <==
export PLATFORM = sky130hd
export DESIGN_NAME = task3
export DESIGN_NICKNAME = task3
export VERILOG_FILES = /design/flow/design.v
export SDC_FILE = /design/flow/constraint.sdc
export NUM_CORES = 4
export LEC_CHECK = 1
export CORE_AREA = 10 10 73 73
export DIE_AREA = 0 0 83 83
==> ./constraint.sdc <==
current_design task3

set clk_period 2.8
set clk_io_pct 0.2

create_clock -name clk0 -period $clk_period [get_ports {CLK}]

set non_clock_inputs [all_inputs -no_clocks]
set_input_delay [expr $clk_period * $clk_io_pct] -clock clk0 $non_clock_inputs
set_output_delay [expr $clk_period * $clk_io_pct] -clock clk0 [all_outputs]
==> summary.txt <==
The layout was made with Yosys and OpenROAD.

After detailed placement, the design holds a cell count of 147. Of all cell types, the one taking the most synthesized area is sky130_fd_sc_hd__dfxtp_1. The script computed the net switching share of total power as 24.7%. Counting pins that exceed their max-slew limit in the final report gives 0.

For this run, the number of standard cells in the final layout without fillers is 150. The aoi/oai-family share of the synthesized area is 16.2%. The data required time of the critical path is 2.91 ns. The detailed router finished its first iteration with 19 violations. The switching power total is 0.123 mW. The first element of the critical path is count[1]. The via count of the first global-routing pass is 624. The top cell family by delay on the critical path is flip-flops. The tool warning count for the run is 29. Setup slack on the worst path after placement came out at 0.873 ns. Wires add up to 1.53 mm. During I/O placement, the number of pins put on the boundary was 7. The element type at the critical path start is a flop.

Setup repair after global routing left no endpoint under its margin. The adder-cell share of the synthesized area is 7.42%. The capturing instance or port of the critical path is store[4]. Setup total negative slack on the finished layout was measured at 0 ns. The area share of xor/xnor cells in the synthesized design is 1.04%. The number of nets with antenna violations after detailed routing is 0. After synthesis, the largest family of logic cells by area is simple AND/OR/NAND/NOR gates.

The sequential share of power is 51.1%. The area figure in the yosys stat output is 843 um^2. The warning tally printed by Yosys for this design is 1. The worst reg2reg path startpoint is count[1]. In this run the VDD rail shows a maximum IR drop of 0.446 mV.

The count of maximum capacitance violations is 0. The count of buffers added on input and output ports is 6. Between the synthesized netlist and the finished layout, the area growth was recorded as 17.4%. Before placement the cells fill 22.5% of the core. The clock latency at the later pin of the worst-skew pair is 0.24 ns.

For reference, the top cells by area after synthesis are sky130_fd_sc_hd__dfxtp_1 38%, sky130_fd_sc_hd__ha_1 7.4%, sky130_fd_sc_hd__o21ai_0 7.1%. The largest net degree at the start of global routing is 18. The flow reported a cell area power density of 503 nW/um^2.

The critical register-to-register path endpoint is store[4]. Per the OpenROAD timing report, the critical path contains 6 cells. The largest fanout on the critical path is 9. The first-pass GRT wire length is 2.77 mm. The routed length per placed instance is 10.2 um. The TritonCTS clock tree is done. For this design, Yosys synthesis ends with a cell count of 96. The number of synthesized register bits is 16. The delay of the slowest critical-path stage is 0.50 ns. The overall die height is 83 um. Per the synthesis report, the single largest cell type by area occupies 38.0% of cell area.

The core outline area is 3740 um^2. The worst setup path is captured at a flop. The worst setup path is of the flop to flop kind.

The worst relative slew slack is 55.4%. The reg-to-reg setup timing slack is 1.01 ns. The final global-route overflow total is 0. The clock skew after layout is 0.00493 ns. The worst path needs 1.79 ns of the cycle, external delays included. After synthesis, the netlist uses 27 different library cells. For reference, the critical path cell chain is inv_1 > ha_1 > and2_1 > o21ai_0 > mux2i_1 > nor2_1. OpenROAD reports that the post-layout worst path occupies 63.9% of the period.

Per the OpenROAD power report, leakage power amounts to 0.409 nW. The final timing report counts setup violations totalling 0. For the pin with the worst max-slew slack, the measured transition is 0.667 ns. From left edge to right edge, the die measures 83 um.

The number of standard cells after synthesis is 96. Buffers inserted during clock tree synthesis total 3. The count of library flops with an enable pin is 0.

Logic depth along the worst register-to-register path is recorded as 6. The post-synthesis area per instance is 8.78 um^2. According to the timing report, the arrival time at the worst endpoint equals 1.90 ns. The tree built by TritonCTS fans out to 16 sinks. The repair_antennas step left the layout with diodes totalling 0.

The maximum level of the CTS H-tree is 1. The most used flip-flop cell after synthesis is sky130_fd_sc_hd__dfxtp_1. Across all hold checks on the routed design, the worst slack comes to 0.450 ns. The overall routing resource usage is 4.48%.

Cell internal power was estimated by the tool at 0.375 mW. The cell chosen for the clock root is sky130_fd_sc_hd__clkbuf_8. In the final layout, the share of cells above drive strength 1 is 8.82%. The multiplexer area fraction after synthesis is 2.37%. The post-cts sizing count is 0. The relative contribution of the clock network to total power is 32.3%.

The synthesized netlist devotes 30.6% of its cell area to simple gates. The hold violation count in the final report is 0. The post-DP HPWL is 1.18 mm. The number of setup buffers added after CTS is 0. The slowest cell on the critical path is sky130_fd_sc_hd__dfxtp_1. Before antenna repair, the detailed router went through 4 iterations. Per the timing report, the achievable frequency comes out to 0.558 GHz. According to the floorplan report, the total die area is 6890 um^2.

The slack of the critical path is 1.01 ns. Yosys reported that registers with async set or reset make up 0%. The initial antenna violation count was 0. Counting both buffers and inverters, the worst setup path holds a total of 1. The combinational share of power is 16.7%. Across all layers, the routed design uses 652 vias.

Per the detail_route report, vias per standard cell equal 4.35. The maximum number of buffers from clock root to sink is 2. Per the post-CTS timing run, clock transition at the registers of the reported paths is 0.06 ns. The share of the yosys chip area belonging to registers is 38.0%. The run finished with clean final reports. After floorplanning, the core was divided into 22 placement rows.

The total of hold buffers inserted after clock tree synthesis is 0. After synthesis the cells add up to 843 um^2. The detailed-route DRC error count is 0. The placer congestion estimate is 0.896. The tightest min-delay check is of the flop to flop type.
## through the flow
step                      power, mW  area, um^2  util [%]
after floorplan               0.316         843         -
after global placement        0.342         948      25.3
after detailed placement      0.343         948      25.3
after CTS                     0.503         990      26.4
after global routing          0.527         990      26.4
final                         0.498         990      26.4
## cells in the mapped netlist, drive strengths merged (2+ instances only)
library cell	instances
nand2	4
ha	5
nor3	3
nor2	11
o21ai	12
inv	6
a21oi	5
clkbuf	2
mux2i	2
nor2b	8
nand2b	5
nand3	2
dfxtp	16
a211oi	2
## flip-flops by register name, indices dropped and copies added, names as in the netlist
register / cells
store: 8
VALID: 1
Q: 3
count: 4
## worst reg2reg max path, cell delays in order, from the launching register on
cell	delay [ns]
sky130_fd_sc_hd__dfxtp_1	0.50
sky130_fd_sc_hd__inv_1	0.13
sky130_fd_sc_hd__ha_1	0.27
sky130_fd_sc_hd__and2_1	0.20
sky130_fd_sc_hd__o21ai_0	0.27
sky130_fd_sc_hd__mux2i_1	0.23
sky130_fd_sc_hd__nor2_1	0.05
## routing by layer
metal / wire (um) / global-route usage (%) / vias to the layer above
li1: - / - / 339
met1: 725 / 5.81 / 301
met2: 719 / 7.19 / 10
met3: 65 / 1.48 / 2
met4: 17 / 0.615 / 0
met5: 0 / 0 / -
## area by class of cell
cell class | count | area, um^2
well taps | 48 | 60.1
clock buffers | 3 | 41.3
inverters | 6 | 22.5
flip-flops and latches | 16 | 320
fillers | 418 | 2750
repair buffers | 6 | 60.1
multi-input cells | 71 | 485
## power groups by stage
stage | clock [mW] | combinational (mW) | sequential (mW)
6_report | 0.161 | 0.0830 | 0.254
5_1_grt | 0.176 | 0.0949 | 0.257
4_1_cts | 0.164 | 0.0839 | 0.255
## layout by cell type (no fill, tap or decap), types with 4 or more instances in the layout
| master | n |
|---|---|
| sky130_fd_sc_hd__inv_1 | 6 |
| sky130_fd_sc_hd__nand2_1 | 4 |
| sky130_fd_sc_hd__nand2b_1 | 5 |
| sky130_fd_sc_hd__clkdlybuf4s50_1 | 6 |
| sky130_fd_sc_hd__o21ai_0 | 12 |
| sky130_fd_sc_hd__dfxtp_1 | 16 |
| sky130_fd_sc_hd__ha_1 | 5 |
| sky130_fd_sc_hd__nor2b_1 | 8 |
| sky130_fd_sc_hd__a21oi_1 | 5 |
| sky130_fd_sc_hd__nor2_1 | 11 |
## cell families (layout without fill, tap and decap cells)
kind of cell             after synthesis  in the layout
buffers and inverters                  9             15
XOR/XNOR                               1              1
multiplexers                           2              2
AND-OR/OR-AND                         21             21
flip-flops                            16             16
AND/OR/NAND/NOR                       42             42
adder cells (fa/ha/maj)                5              5
## worst min path at each step
| stage | start | to | cells after the start |
|---|---|---|---|
| CTS | VALID | VALID | 2 |
| global route | VALID | VALID | 2 |
| finish | VALID | VALID | 2 |
Power is estimated from default activity; no workload was simulated.
